$ cat ./run.sh
#!/bin/bash
# OpenROAD 26Q1-2900-gdf79404cd8, Yosys 0.63+post, stock flow scripts
make -C /OpenROAD-flow-scripts/flow DESIGN_CONFIG=/design/flow/config.mk WORK_HOME=/design/flow/orfs finish
$ cat ./config.mk
export PLATFORM = sky130hd
export DESIGN_NAME = RF
export DESIGN_NICKNAME = RF
export VERILOG_FILES = /design/flow/design.v
export SDC_FILE = /design/flow/constraint.sdc
export NUM_CORES = 4
export LEC_CHECK = 1
export CORE_UTILIZATION = 40
$ cat ./constraint.sdc
current_design RF

set clk_period 9.2
set clk_io_pct 0.2

create_clock -name clk0 -period $clk_period [get_ports {clk_i}]

set non_clock_inputs [all_inputs -no_clocks]
set_input_delay [expr $clk_period * $clk_io_pct] -clock clk0 $non_clock_inputs
set_output_delay [expr $clk_period * $clk_io_pct] -clock clk0 [all_outputs]
$ cat ./design.v
module RF(
  input         clk_i,
  input         rst_i,
  input  [4:0]  A1_i,
  input  [4:0]  A2_i,
  input  [4:0]  WA3_i,
  input  [31:0] WD3_i,
  output [31:0] RD1_o,
  output [31:0] RD2_o,
  input         WE3_i
);
  reg [31:0] registers [0:31];
  assign RD1_o = ( A1_i ) ? ( registers[A1_i] ) : ( 0 );
  assign RD2_o = ( A2_i ) ? ( registers[A2_i] ) : ( 0 );
  always @( posedge clk_i )
    if( rst_i )
      for( int i = 0; i < 32; ++i )
        registers[i] <= 0;
    else
      if( WE3_i )
        registers[WA3_i] <= WD3_i;
endmodule
==> impl_metrics.env <==
# implementation run metrics
export IMPL_synth_edff_count=1024
export IMPL_vias=32590
export IMPL_final_hold_violation_count=0
export IMPL_placed_area_sq_mm=0.05762
export IMPL_gp_congestion=0.9326
export IMPL_initial_core_util=0.4054
export IMPL_antenna_found_initial=2
export IMPL_synth_yosys_warnings=1
export IMPL_synth_seq_area_share=0.5648
export IMPL_pwr_share_clk=0.384
export IMPL_wire_per_inst_um=32.25
export IMPL_cts_root_to_sink_buffers=3
export IMPL_ys_flop_type="edfxtp_1"
export IMPL_buffer_and_inverter_tally_for_the_worst_setup_path=5
export IMPL_critical_path_peak_fanout=26
export IMPL_worst_voltage_drop_across_the_vdd_grid_uv=147.7
export IMPL_register_ranked_first_by_flip_flop_count="registers"
export IMPL_core_sq_mm=0.1343
export IMPL_timing_critical_path_from="A2_i[3]"
export IMPL_number_of_cts_inserted_buffers=106
export IMPL_post_cts_setup_buffer_count=0
export IMPL_clock_fmax_mhz=137.7
export IMPL_post_cts_clock_slew_at_the_launch_and_capture_registers_of_the_worst_setup_and_hold_paths_ns=0.06
export IMPL_cpMaxStageDelayCell="nor3_1"
export IMPL_max_reg_flops=1024
export IMPL_p_int_mw=8.462
export IMPL_worst_slew_pin_slew_ns=1.060
export IMPL_max_cap_viol_count=0
export IMPL_synth_area_per_cell_sq_um=15.31
export IMPL_synth_stat_cells=3555
export IMPL_grt_use_total=0.2813
export IMPL_outcome="finished, final reports clean"
export IMPL_endpoint_kind="output port"
export IMPL_chipHeight_um=370.9
export IMPL_avgViaCountPerCell=6.016
export IMPL_netSwitchingPower_mw=2.710
export IMPL_drtIter0Drc=2077
export IMPL_ant_nets=0
export IMPL_hold_buffers=0
export IMPL_layout_filler_cells=11390
export IMPL_worstPathArrival_ns=5.42
export IMPL_power_switching_fraction=0.2425
export IMPL_finish_instance_area_sq_mm=0.06102
export IMPL_numClockSinks=1024
export IMPL_tritoncts_clock_tree="done"
export IMPL_pin_count_of_the_biggest_net_entering_global_routing=95
export IMPL_critical_path_required_ns=7.36
export IMPL_final_max_slew_violation_count=0
export IMPL_synth_top_cell_area_share=0.5648
export IMPL_critical_path_class="in -> out"
export IMPL_drtPass1Iterations=5
export IMPL_grt_setup_unrepaired="false"
export IMPL_die_w_um=370.9
export IMPL_post_cts_resize_count=0
export IMPL_io_buffers=113
export IMPL_cp_start_kind="input pin"
export IMPL_synth_cell_type_count=44
export IMPL_finalHoldWorstSlack_ns=2.108
export IMPL_finalWirelength_mm=174.7
export IMPL_setup_tns_final_ns=0
export IMPL_grt_remaining_overflow=0
export IMPL_slew_headroom=0.2748
export IMPL_setup_violations=0
export IMPL_floorplan_die_area_sq_mm=0.1376
export IMPL_worst_path_largest_cell_delay_ns=0.82
export IMPL_boundaryPins=114
export IMPL_leakage_power_nw=20.74
export IMPL_post_synth_inst_count=3555
export IMPL_power_frac_seq=0.494
export IMPL_synth_area_yosys_sq_mm=0.05444
export IMPL_clock_root_buffer="clkbuf_16"
export IMPL_final_cells=5417
export IMPL_grt_first_pass_wirelength_mm=250.1
export IMPL_total_power_mw=11.17
export IMPL_critPathTopFamily="buffers and inverters"
export IMPL_numSynthFlops=1024
export IMPL_share_comb_of_total_power=0.123
export IMPL_area_grow_syn2layout_pct=12.10
export IMPL_yosys_area_top_type="edfxtp_1"
export IMPL_crit_chain="buf_2 > buf_4 > and2_2 > buf_4 > a22o_1 > a2111oi_0 > buf_4 > nor3_1 > clkdlybuf4s50_1"
export IMPL_layout_drive_gt1_share=0.2479
export IMPL_placedCellCount=5223
export IMPL_stage_log_warnings=26
export IMPL_largest_registers="registers x1024"
export IMPL_route_detailed_drc=0
export IMPL_detailedPlacementHpwl_mm=104.0
export IMPL_critPathMostFrequentCell="buf_4"
export IMPL_post_synthesis_async_set_or_reset_flop_share=0
export IMPL_finalCritPeriodShare=0.7896
export IMPL_synthTopCellsByArea="edfxtp_1 (56%), mux4_2 (19%), and2_1 (12%), mux2i_1 (3.0%), clkbuf_1 (1.9%)"
export IMPL_floorplan_rows=134
export IMPL_power_density_mw_per_mm2=183.1
export IMPL_worst_hold_startpoint="WD3_i[2]"
export IMPL_first_global_vias=36080
export IMPL_htree_levels=3
export IMPL_hold_class="in -> reg"
export IMPL_syn_area_sq_mm=0.05444
export IMPL_final_min_clock_period_ns=7.264
## cell usage after synthesis, types with 39 or more instances
| cell type | count |
|---|---|
| mux2i_1 | 161 |
| clkbuf_1 | 272 |
| and2_1 | 1027 |
| mux4_2 | 464 |
| edfxtp_1 | 1024 |
| a22o_1 | 51 |
| nor3_1 | 54 |
| buf_2 | 40 |
| o22ai_1 | 103 |
| nor2_1 | 39 |
| buf_4 | 45 |
| a2111oi_0 | 59 |
## cell usage in the layout, fill, tap and decap left out, types with 28 or more instances in the layout
cell type        instances
a2111oi_0               58
a22o_1                  51
and2_1                1026
buf_4                  169
clkbuf_16              111
clkdlybuf4s50_1        104
clkinv_1                28
edfxtp_1              1024
mux2_2                  34
mux2i_1                161
mux4_2                 464
nor3_1                  54
o22ai_1                103
or2_2                   34
## stage by stage
stage          setup WS (ns)    util
6_report               1.936  0.4544
3_3_place_gp           2.096  0.4291
5_1_grt                1.871  0.4543
4_1_cts                1.999  0.4543
3_5_place_dp           2.055  0.4291
2_1_floorplan          3.918       -
## power by group through the flow
stage	sequential (mW)	clock, mW	combinational [mW]
after global routing	5.54	4.51	1.44
final	5.51	4.29	1.37
after CTS	5.51	4.34	1.36
## routing by layer
layer | vias to the layer above | routed length, um | track usage
met4 | 14 | 7047 | 0.08919
met2 | 2502 | 76040 | 0.3795
met3 | 359 | 32850 | 0.2329
met1 | 15940 | 58070 | 0.3421
met5 | - | 698 | 0.03881
li1 | 13780 | - | -
## cell type report
type / count / area (sq um) / share of cell area
antenna: 3 / 7.507 / 0.0001230
clock buffer: 131 / 2853 / 0.04675
tap: 1768 / 2212 / 0.03625
clock inverter: 60 / 541.8 / 0.008878
sequential: 1024 / 30750 / 0.5039
timing repair buffer: 290 / 2564 / 0.04201
inverter: 3 / 11.26 / 0.0001845
multi-input combinational: 2138 / 22090 / 0.3619
## path summary, 6_finish.rpt
kind,end,slack [ns],depth (start not counted)
max,RD2_o[14],1.94,9
min,registers[6][2],2.11,3
## logic make-up after synthesis
kind of cell           Yosys count  synth area share
DFF                           1024            0.5648
AOI/OAI and AO/OA              266           0.03687
and+or+nand+nor               1213            0.1365
muxes                          659            0.2286
buffers and inverters          393           0.03319
## worst min-delay path, stage by stage
cell and delay, ns:
clkdlybuf4s50_1 0.39, buf_4 0.23, and2_1 0.17
Power and IR drop assume default switching activity.
