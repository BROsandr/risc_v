[/design/flow/design.v]
module miriscv_ram
#(
  parameter RAM_SIZE      = 256,  
  parameter RAM_INIT_FILE = ""
)
(
  input clk_i,
  input rst_n_i,
  output logic  [31:0]  instr_rdata_o,
  input         [31:0]  instr_addr_i,
  output logic  [31:0]  data_rdata_o,
  input                 data_req_i,
  input                 data_we_i,
  input         [3:0]   data_be_i,
  input         [31:0]  data_addr_i,
  input         [31:0]  data_wdata_i
);
  reg [31:0]    mem [0:RAM_SIZE/4-1];
  reg [31:0]    data_int;
  integer ram_index;
  initial begin
    if(RAM_INIT_FILE != "")
      $readmemh(RAM_INIT_FILE, mem);
    else
      for (ram_index = 0; ram_index < RAM_SIZE/4-1; ram_index = ram_index + 1)
        mem[ram_index] = {32{1'b0}};
  end
  assign instr_rdata_o = mem[(instr_addr_i % RAM_SIZE) / 4];
  always@(posedge clk_i) begin
    if(rst_n_i) begin
      data_rdata_o  <= 32'b0;
    end
    else if(data_req_i) begin
      data_rdata_o <= mem[(data_addr_i  % RAM_SIZE) / 4];
      if(data_we_i && data_be_i[0])
        mem [data_addr_i[31:2]] [7:0]  <= data_wdata_i[7:0];
      if(data_we_i && data_be_i[1])
        mem [data_addr_i[31:2]] [15:8] <= data_wdata_i[15:8];
      if(data_we_i && data_be_i[2])
        mem [data_addr_i[31:2]] [23:16] <= data_wdata_i[23:16];
      if(data_we_i && data_be_i[3])
        mem [data_addr_i[31:2]] [31:24] <= data_wdata_i[31:24];
    end
  end
endmodule
[/design/flow/run.sh]
#!/bin/bash
# OpenROAD 26Q1-2900-gdf79404cd8, Yosys 0.63+post, stock flow scripts
make -C /OpenROAD-flow-scripts/flow DESIGN_CONFIG=/design/flow/config.mk WORK_HOME=/design/flow/orfs finish
[/design/flow/config.mk]
export PLATFORM = sky130hd
export DESIGN_NAME = miriscv_ram
export DESIGN_NICKNAME = miriscv_ram
export VERILOG_FILES = /design/flow/design.v
export SDC_FILE = /design/flow/constraint.sdc
export NUM_CORES = 4
export LEC_CHECK = 1
export CORE_UTILIZATION = 40
[/design/flow/constraint.sdc]
current_design miriscv_ram

set clk_period 25.1
set clk_io_pct 0.2

create_clock -name clk0 -period $clk_period [get_ports {clk_i}]

set non_clock_inputs [all_inputs -no_clocks]
set_input_delay [expr $clk_period * $clk_io_pct] -clock clk0 $non_clock_inputs
set_output_delay [expr $clk_period * $clk_io_pct] -clock clk0 [all_outputs]
==> results.json <==
{
  "r2r_cells": 6,
  "drtIter0Drc": 4414,
  "fin_crit_ns": 14.71,
  "grt_pass1_wl_um": 481000,
  "layout_top_cells": "2,048 x edfxtp_1, 768 x mux4_2, 449 x buf_4, 410 x nor2_1, 285 x a221oi_1",
  "cts.sinks": 2080,
  "synth-edff-count": 2048,
  "min_path_type": "reg2reg",
  "yosys_area_um2": 96300,
  "report.final.setup_viol": 0,
  "grt_overflow": 0,
  "firstDrtPassIters": 6,
  "hpwl_um": 215000,
  "synth.distinct_cells": 63,
  "totalWireLength_um": 342000,
  "cp-end-kind": "primary output",
  "fmax_ghz": 0.0680,
  "area_growth_syn_to_layout_pct": 13.7,
  "crit_path_top_delay_cell": "buf_4",
  "whs_path_depth": 2,
  "cp_num_cells": 8,
  "hold_viol_final": 0,
  "outcome": "complete, no violations",
  "path_buffers": 5,
  "coreArea_um2": 239000,
  "htreeDepth": 4,
  "drive_above_1_share_pct": 30.4,
  "syn_area_um2": 96300,
  "cts_buffer_depth": 3,
  "critical_path_class": "in2out",
  "drc": 0,
  "cp_max_fo": 46,
  "stdcell_count": 9079,
  "drv_slew": 0,
  "synthArstFlopShare_pct": 0,
  "postCtsSetupBuffers": 0,
  "relSlewSlack_pct": 29.8,
  "fp_util_pct": 40.4,
  "seq_area_frac_synth_pct": 64.6,
  "die_y_um": 493,
  "clk_pin_slew_ns": 0.06,
  "io_buffers": 115,
  "antenna_found_initial": 23,
  "yosys_cells": 5420,
  "clock.latency.late_pin_ns": 0.87,
  "grt_use_total_pct": 31.0,
  "cts_buffers": 209,
  "clock-root-buffer": "clkbuf_16",
  "final_common_cell": "edfxtp_1",
  "netlist_instances": 5420,
  "warnings": 78,
  "place.gp.congestion": 0.970,
  "ctsHoldBuffers": 0,
  "worstPathArrival_ns": 9.69,
  "cts_tree": "built",
  "vias": 60078,
  "grt_pass1_vias": 65484,
  "core.rowCount": 179,
  "rsz0062_at_grt": "no",
  "p_leak_nw": 34.3,
  "die_w_um": 493,
  "peakVddDrop_v": 0.0000833,
  "postCtsResizedCells": 0,
  "routed_via_density": 6.62,
  "drtAntennaViolNets": 0,
  "dpl.cell_count": 8675,
  "yosys_warnings": 1,
  "cp_top_family": "buffers and inverters",
  "io_pins": 168,
  "critical_path.startpoint_type": "primary input",
  "routedWlPerCell_um": 37.7,
  "grt_start_max_net_pins": 76,
  "cp.required_ns": 20.08,
  "tns_ns": 0,
  "finalClockPeriodUsage_pct": 58.6,
  "dieArea_um2": 243000,
  "final_area_um2": 109000,
  "setup_slack_ns": 10.39,
  "postSynthAreaPerCell_um2": 17.8,
  "cpPeakStageDelay_ns": 0.65,
  "path_cells": "buf_8, buf_4, buf_4, buf_4, mux4_2, mux4_2, mux4_2, clkdlybuf4s50_1",
  "flop_cell": "edfxtp_1",
  "power.density_nw_per_um2": 69.7,
  "ys_ff": 2080,
  "tightest_slew_ns": 1.04,
  "place_ws_ns": 10.33,
  "max-cap-violations": 0,
  "place_area_um2": 103000,
  "skew_ns": 0.0345,
  "total_power_mw": 7.63
}
-- cells in the mapped netlist, drive strengths merged (3+ instances only) --
cell type | count | share of area, %
nor3b | 6 | 0.052
mux4 | 768 | 18
a222oi | 18 | 0.19
o221a | 3 | 0.035
clkbuf | 197 | 0.77
o22ai | 85 | 0.55
a22o | 40 | 0.36
edfxtp | 2048 | 64
mux2i | 193 | 2.0
and3 | 6 | 0.039
dfxtp | 32 | 0.67
nor2 | 418 | 1.6
nor2b | 6 | 0.039
a31oi | 19 | 0.12
a21oi | 116 | 0.60
nand2 | 169 | 0.66
a22oi | 158 | 1.2
o21bai | 8 | 0.062
o22a | 14 | 0.13
o221ai | 32 | 0.29
a211oi | 10 | 0.078
and4 | 4 | 0.036
o211ai | 15 | 0.12
nor3 | 11 | 0.057
nand2b | 4 | 0.026
nand3 | 11 | 0.057
o2bb2ai | 39 | 0.35
mux2 | 194 | 2.3
a2111oi | 9 | 0.082
a311oi | 16 | 0.15
o31a | 10 | 0.091
inv | 7 | 0.027
a221o | 33 | 0.34
a221oi | 285 | 2.6
o2111ai | 5 | 0.045
o21ai | 113 | 0.59
buf | 286 | 1.5
and2 | 7 | 0.045
-- worst paths after layout --
kind | from | to | slack [ns]
max | instr_addr_i[2] | instr_rdata_o[0] | 10.39
min | data_rdata_o[1] | data_rdata_o[1] | 0.54
max reg2reg | mem[57][24] | data_rdata_o[24] | 22.50
min reg2reg | data_rdata_o[1] | data_rdata_o[1] | 0.54
-- kinds of logic (layout without fill, tap and decap cells) --
group,Yosys count,after routing,share of synthesized area (%)
AND-OR/OR-AND,1040,1040,8.13
buffers and inverters,490,961,2.33
flip-flops,2080,2080,64.6
multiplexers,1155,1155,22.2
other,0,21,0
AND/OR/NAND/NOR,655,655,2.74
-- where the power goes --
part	leakage, nW	internal, mW	switching, mW	total, mW
clock	3.29	1.78	1.33	3.11
combinational	12.4	0.244	0.446	0.691
sequential	18.7	3.82	0.0105	3.83
total	34.3	5.84	1.79	7.63
-- per-stage QoR --
step | util, % | hold slack [ns]
6_report | 45.9 | 0.540
5_1_grt | 45.9 | 0.574
4_1_cts | 45.9 | 0.540
3_5_place_dp | 43.1 | 0.530
3_3_place_gp | 43.1 | 0.522
2_1_floorplan | - | 0.448
-- worst min-delay path, delay by kind of cell (launching register included) --
family / cells / cell delay, ns
DFF: 1 / 0.35
and+or+nand+nor: 1 / 0.10
AOI/OAI and AO/OA: 1 / 0.05
-- layout make-up --
cell class	instances	area [um^2]
Inverter	7	41.3
Clock inverter	115	1030
Sequential cell	2080	62100
Antenna cell	21	52.6
Tap cell	3167	3960
Multi-Input combinational cell	2850	32000
Fill cell	19727	129000
Timing Repair Buffer	571	4530
Clock buffer	268	5680
-- registers in the layout, summed over array words and instances (netlist names) --
register / flops
data_rdata_o: 32
mem: 2048
-- routing by layer --
metal	global-route usage [%]	routed length (um)	up-vias
li1	-	-	23830
met1	33.8	101000	29969
met2	42.3	149000	5277
met3	27.6	70700	946
met4	13.0	19300	56
met5	4.29	1380	-
No activity file was given, so power comes from the tool's default toggle rates.
