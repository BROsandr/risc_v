==> design.v <==
module debouncing(
    input clock,
    input reset,
    input button,
    output reg out
    );
localparam N = 6;         
reg [N-1:0]count;
wire tick;
always @ (posedge clock or posedge reset)
    begin
        if(reset)
            count <= 0;
        else
            count <= count + 1;        
    end
assign tick = &count;         
localparam[2:0]                      
                zero = 3'b000, 
                high1 = 3'b001,
                high2 = 3'b010,
                high3 = 3'b011,
                one = 3'b100,
                low1 = 3'b101,
                low2 = 3'b110,
                low3 = 3'b111;
reg [2:0]state_reg;
reg [2:0]state_next;
always @ (posedge clock or posedge reset)      
    begin
        if (reset)
            state_reg <= zero;
        else
            state_reg <= state_next;
    end
always @ (*)
    begin
        state_next <= state_reg;   
        out <= 1'b0;                     
        case(state_reg)
            zero:
                if (button)                     
                    state_next <= high1;
            high1:
                if (~button)                 
                    state_next <= zero;
                else if (tick)                 
                    state_next <= high2;
            high2:
                if (~button)                 
                    state_next <= zero;
                else if (tick)                 
                    state_next <= high3;
            high3:
                if (~button)                 
                    state_next <= zero;
                else if (tick)                 
                    state_next <= one;
            one:                                 
                begin
                    out <= 1'b1;
                        if (~button)         
                            state_next <=  low1;
                end
            low1:
                if (button)                 
                    state_next <= one;
                else if (tick)             
                    state_next <= low2;
            low2:
                if (button)                 
                    state_next <= one;
                else if (tick)             
                    state_next <= low3;
            low3:
                if (button)                 
                    state_next <= one;
                else if (tick)             
                    state_next <= zero;
            default state_next <= zero;
        endcase
    end
endmodule
module sw_ctrl(
  input  logic         clk_i,
  input  logic         rst_i,
  (* mark_debug = "true" *)input  logic  [15:0] in_i,
  (* mark_debug = "true" *)output logic  [31:0] out_o,
  (* mark_debug = "true" *)output logic  [31:0] int_req_o,
  (* mark_debug = "true" *)input  logic  [31:0] int_fin_i,
  (* mark_debug = "true" *)output logic error_o
);
  (* mark_debug = "true" *)logic  [15:0] in_curr;
  (* mark_debug = "true" *)logic  [15:0] in_prev;
  (* mark_debug = "true" *)logic         int_req;
  (* mark_debug = "true" *)logic         int_fin;
  (* mark_debug = "true" *)logic  [15:0] in_debounced;
  assign        int_req_o[0] = int_req;
  assign        int_fin      = int_fin_i[0];
  assign        out_o[15:0]  = in_debounced;
genvar i;
generate
  for( i = 0; i < 16; ++i )
    debouncing debouncing(
      .clock( clk_i ),
      .reset( rst_i ),
      .button( in_i[i] ),
      .out( in_debounced[i] )
    );
endgenerate
  always_ff @( posedge clk_i or posedge rst_i )
    if( rst_i )
      in_curr <= 0;
    else
      in_curr <= in_debounced;
  always_ff @( posedge clk_i or posedge rst_i )
    if( rst_i )
      in_prev <= 0;
    else
      in_prev <= in_curr;
  always_ff @( posedge clk_i or posedge rst_i )
    if( rst_i )
      error_o <= 0;
    else
      error_o <= int_req;
  always_ff @( posedge clk_i or posedge rst_i )
    if( rst_i )
      int_req <= 0;
    else if( int_fin )
      int_req <= 0;
    else if( in_curr != in_prev )
      int_req <= 1;
endmodule
==> run.sh <==
#!/bin/bash
# OpenROAD 26Q1-2900-gdf79404cd8, Yosys 0.63+post, stock flow scripts
make -C /OpenROAD-flow-scripts/flow DESIGN_CONFIG=/design/flow/config.mk WORK_HOME=/design/flow/orfs finish
==> config.mk <==
export PLATFORM = sky130hd
export DESIGN_NAME = sw_ctrl
export DESIGN_NICKNAME = sw_ctrl
export VERILOG_FILES = /design/flow/design.v
export SDC_FILE = /design/flow/constraint.sdc
export NUM_CORES = 4
export LEC_CHECK = 1
export CORE_UTILIZATION = 40
==> constraint.sdc <==
current_design sw_ctrl

set clk_period 1.7
set clk_io_pct 0.2

create_clock -name clk0 -period $clk_period [get_ports {clk_i}]

set non_clock_inputs [all_inputs -no_clocks]
set_input_delay [expr $clk_period * $clk_io_pct] -clock clk0 $non_clock_inputs
set_output_delay [expr $clk_period * $clk_io_pct] -clock clk0 [all_outputs]
==> out/results.ini <==
[status]
run_status=completed

[power]
power_switching_share_pct=21.3
internal-power_mw=10.3
power.static_leakage_nw=5.47
power_per_cell_area_nw_per_um2=1100
seqPwrFrac_pct=50.1
irDropWorstVdd_mv=0.650
net-switching-power_mw=2.79
comb_power_share_pct=5.5
power.share.clock_pct=44.4

[worst_setup_path]
critPathCaptureType=output pin
worstPathBufferInverterCount=1
r2r_cells=5
critical_path_arrival_ns=1.26
crit_path_top_delay_cell=sky130_fd_sc_hd__clkdlybuf4s50_1
worstPathCellList=clkdlybuf4s50_1
setup.worst_path.start_class=flip-flop
critical_path.reg2reg.startpoint=genblk1[3].debouncing.count[0]
cp_slowest_stage_delay_ns=0.44
crit_required_ns=1.36
crit_path_max_fanout=1
rrSetupSlack_ns=0.30
crit_type=flip-flop to output pin
worstReg2RegEnd=genblk1[3].debouncing.state_reg[1]
crit_family=buffers and inverters

[timing]
clock-skew-final_ns=0.00954
fraction_of_the_cycle_the_final_worst_path_needs_pct=94.3
final.setup.worst_slack_ns=0.0969
unrepaired_setup_endpoints_after_global_routing=false
post-route-min-period_ns=1.60
hold_viol=0
achievable-frequency_mhz=624
final.hold.worst_slack_ns=0.284
finalSetupViolations=0
report.final.slew_viol_count=0

[yosys]
ys_dominant_reg_cell=sky130_fd_sc_hd__dfrtp_1
syn-mean-instance-area_sq_um=11.5
synth.yosys.seq_area_share_pct=62.1
postSynthCellCount=907
ys_types=25
yosysCellCount=907
netlist_area_sq_um=10400
ys_warns=49
yosysChipArea_sq_um=10400
synthArstFlopShare_pct=100
edf_count=0
synth_flop_count=258

[drt]
drtIter0Drc=407
drt_drc_violations_left=0
routed_via_density=4.69
drt.antenna.violating_nets=0
route.antenna.diode_count=0
wl_per_cell_um=12.0
wl_um=15700
drt_pre_antenna_iters=4
dr_total_vias=6148

[global_routing]
grt_remaining_overflow=0
grt_start_max_net_pins=79
grt_pass1_wl_um=28100
first_global_vias=5945
antenna_found_initial=0
global_route.usage.total_pct=13.2

[placed_design]
dp_worst_setup_slack_ns=0.300
buffer_ports.inserted=36
detailed_place.area_sq_um=10900
place.gp.congestion=0.769
dp_hpwl_um=10000

[layout]
flow.area_growth_from_synthesis_pct=14.3
final-comb-area_sq_um=3470
largest_register_ffs=128
drive_above_1_share_pct=12.5
regArea_sq_um=6490
fillerInstances=2215
finish.instance_area_sq_um=11900

[hold_path]
min_path_type=primary input to asynchronous set/reset pin

[floorplanning]
die-area_sq_um=26700
die_width_um=163
die_h_um=163
fp-row-count=58
top_level_ports=115
initCoreUtil_pct=41.0
placeableCoreArea_sq_um=25400

[clock_tree]
clk_root_buffer_cell=sky130_fd_sc_hd__clkbuf_16
tritoncts_num_sinks=258
tritoncts_clock_tree=yes
hold_buffers=0
cts_buffer_depth=3
clk_latency_ns=0.51
worst_setup_hold_path_clk_slew_ns=0.06
cts_inserted_buffers=27
htreeDepth=1

[run]
timing.max_cap.violations=0
openroad.warnings=57

==> stage by stage <==
| stage | utilization, % | power, mW | instances | setup TNS, ns |
|---|---|---|---|---|
| global route | 46.9 | 13.7 | 1311 | 0 |
| finish | 46.9 | 13.1 | 1311 | 0 |
| CTS | 46.9 | 13.3 | 1311 | 0 |
| global placement | 43.0 | 7.37 | 1248 | 0 |
| detailed placement | 43.0 | 7.37 | 1248 | 0 |
| floorplan | - | 7.16 | 953 | -508.55 |
==> how the worst max path moves through the flow <==
stage / endpoint / startpoint / depth (start not counted)
final: error_o / error_o / 1
after global routing: error_o / error_o / 1
after CTS: out_o[3] / genblk1[3].debouncing.state_reg[1] / 1
==> area by class of cell <==
cell class | count | area share, %
Tap cell | 330 | 3.46
Multi-Input combinational cell | 599 | 29.1
Sequential cell | 258 | 54.4
Clock buffer | 39 | 6.63
Clock inverter | 10 | 0.871
Inverter | 17 | 0.567
Timing Repair Buffer | 58 | 4.94
==> power groups by stage <==
stage / registers (mW) / clock network, mW / logic, mW
4_1_cts: 6.54 / 6.02 / 0.755
5_1_grt: 6.57 / 6.27 / 0.831
6_report: 6.54 / 5.80 / 0.724
==> cell usage in the layout (no fill, tap or decap), types with 5 or more instances in the layout <==
cell and n:
sky130_fd_sc_hd__and3_2 7, sky130_fd_sc_hd__xor2_1 29, sky130_fd_sc_hd__dfstp_2 16, sky130_fd_sc_hd__nor2_1 19, sky130_fd_sc_hd__a21oi_2 12, sky130_fd_sc_hd__clkbuf_16 27, sky130_fd_sc_hd__nor2b_1 16, sky130_fd_sc_hd__clkbuf_8 7
sky130_fd_sc_hd__ha_1 16, sky130_fd_sc_hd__and3_1 29, sky130_fd_sc_hd__nand2_1 163, sky130_fd_sc_hd__clkdlybuf4s50_1 19, sky130_fd_sc_hd__conb_1 47, sky130_fd_sc_hd__dfrtp_1 234, sky130_fd_sc_hd__xnor2_1 51, sky130_fd_sc_hd__clkinv_2 7
sky130_fd_sc_hd__inv_1 16, sky130_fd_sc_hd__a21oi_1 69, sky130_fd_sc_hd__dfrtp_2 8, sky130_fd_sc_hd__buf_12 5, sky130_fd_sc_hd__buf_4 17, sky130_fd_sc_hd__a21boi_2 11, sky130_fd_sc_hd__a21boi_1 34, sky130_fd_sc_hd__dlygate4sd2_1 11
sky130_fd_sc_hd__nand3_1 53, sky130_fd_sc_hd__dlymetal6s2s_1 6, sky130_fd_sc_hd__nor4_1 32, sky130_fd_sc_hd__clkbuf_1 5
==> timing repair <==
item	4_1_cts	5_1_grt
setup endpoints to repair	17	6
setup buffers	14	0
resized	19	6
cloned	0	0
==> layer usage <==
| metal | global-route usage, % | up-vias | wire [um] |
|---|---|---|---|
| met5 | 0 | - | 0 |
| met4 | 2.74 | 0 | 369 |
| li1 | - | 3052 | - |
| met3 | 2.38 | 27 | 674 |
| met1 | 21.4 | 2973 | 7820 |
| met2 | 19.4 | 96 | 6830 |
==> cells in the mapped netlist (11+ instances only) <==
cell | instances | area [sq um]
sky130_fd_sc_hd__a21boi_1 | 34 | 255
sky130_fd_sc_hd__a21boi_2 | 11 | 124
sky130_fd_sc_hd__a21oi_1 | 69 | 345
sky130_fd_sc_hd__a21oi_2 | 12 | 105
sky130_fd_sc_hd__and3_1 | 29 | 181
sky130_fd_sc_hd__buf_4 | 77 | 578
sky130_fd_sc_hd__dfrtp_1 | 242 | 6060
sky130_fd_sc_hd__dfstp_2 | 16 | 420
sky130_fd_sc_hd__ha_1 | 16 | 200
sky130_fd_sc_hd__inv_1 | 17 | 63.8
sky130_fd_sc_hd__nand2_1 | 163 | 612
sky130_fd_sc_hd__nand3_1 | 53 | 265
sky130_fd_sc_hd__nor2_1 | 19 | 71.3
sky130_fd_sc_hd__nor2b_1 | 16 | 100
sky130_fd_sc_hd__nor4_1 | 32 | 200
sky130_fd_sc_hd__xnor2_1 | 51 | 447
sky130_fd_sc_hd__xor2_1 | 29 | 254
==> kinds of logic (layout without fill, tap and decap cells) <==
kind of cell / after synthesis / in the layout / share of synthesized area [%]
other: 1 / 47 / 0.0360
XOR/XNOR: 80 / 80 / 6.72
adder cells (fa/ha/maj): 16 / 16 / 1.92
AND/OR/NAND/NOR: 327 / 327 / 14.8
flip-flops: 258 / 258 / 62.1
buffers and inverters: 96 / 124 / 6.25
AND-OR/OR-AND: 129 / 129 / 8.17
==> tightest hold or removal path, cell delays in order <==
cell and delay (ns):
sky130_fd_sc_hd__clkdlybuf4s50_1 0.44, sky130_fd_sc_hd__clkinvlp_4 0.16, sky130_fd_sc_hd__buf_12 0.21
Power and IR drop assume default switching activity.
